==> flow/design.v <==
module dualport_ram_bw #(
    parameter READ_PIPE_STAGES_A = 0,
    parameter READ_PIPE_STAGES_B = 0,
    parameter ADDR_WIDTH = 8,
    parameter MEM_DEPTH = 2**ADDR_WIDTH,
    parameter NUM_BYTES = 4,
    parameter BYTE_WIDTH = 8,
    parameter DATA_WIDTH = NUM_BYTES*BYTE_WIDTH
)(
	input wire clk_i,
    input   wire    [NUM_BYTES-1:0]   a_we_i,
    input   wire    [ADDR_WIDTH-1:0]  a_addr_i,
    input   wire    [DATA_WIDTH-1:0]  a_din_i,
    output  wire     [DATA_WIDTH-1:0]  a_dout_o,
    input   wire    [NUM_BYTES-1:0]   b_we_i,
    input   wire    [ADDR_WIDTH-1:0]  b_addr_i,
    input   wire    [DATA_WIDTH-1:0]  b_din_i,
    output  wire    [DATA_WIDTH-1:0]  b_dout_o
);
    (* ram_style = "ultra" *)
	reg [DATA_WIDTH-1:0] memory [MEM_DEPTH-1:0];
	integer i;
    reg [DATA_WIDTH-1:0] a_dout_o_reg [READ_PIPE_STAGES_A:0];
    assign a_dout_o = a_dout_o_reg[0];
    always @(posedge clk_i) begin
        for(i = 0;i<READ_PIPE_STAGES_A;i=i+1) 
            a_dout_o_reg[i] <= a_dout_o_reg[i+1];
    end
	always @(posedge clk_i) begin
      for(i = 0;i<NUM_BYTES;i=i+1) 
        if(a_we_i[i])
            memory[a_addr_i][i*BYTE_WIDTH +: BYTE_WIDTH] <= a_din_i[i*BYTE_WIDTH +: BYTE_WIDTH];
		if(~|a_we_i) begin
		  a_dout_o_reg[READ_PIPE_STAGES_A] <= memory[a_addr_i];
		end
	end
	reg [DATA_WIDTH-1:0] b_dout_o_reg [READ_PIPE_STAGES_B:0];
    assign b_dout_o = b_dout_o_reg[0];
    always @(posedge clk_i) begin
        for(i = 0;i<READ_PIPE_STAGES_B;i=i+1) 
            b_dout_o_reg[i] <= b_dout_o_reg[i+1];
    end
	always @(posedge clk_i) begin
      for(i = 0;i<NUM_BYTES;i=i+1) 
        if(b_we_i[i])
            memory[b_addr_i][i*BYTE_WIDTH +: BYTE_WIDTH] <= b_din_i[i*BYTE_WIDTH +: BYTE_WIDTH];
		if(~|b_we_i) begin
		  b_dout_o_reg[READ_PIPE_STAGES_B] <= memory[b_addr_i];
		end
	end
endmodule
==> flow/run.sh <==
#!/bin/bash
# OpenROAD 26Q1-2900-gdf79404cd8, Yosys 0.63+post, stock flow scripts
make -C /OpenROAD-flow-scripts/flow DESIGN_CONFIG=/design/flow/config.mk WORK_HOME=/design/flow/orfs finish
==> flow/config.mk <==
export PLATFORM = sky130hd
export DESIGN_NAME = dualport_ram_bw
export DESIGN_NICKNAME = dualport_ram_bw
export VERILOG_FILES = /design/flow/design.v
export SDC_FILE = /design/flow/constraint.sdc
export NUM_CORES = 4
export LEC_CHECK = 1
export CORE_UTILIZATION = 50
export SYNTH_MEMORY_MAX_BITS = 65536
==> flow/constraint.sdc <==
current_design dualport_ram_bw

set clk_period 46.2
set clk_io_pct 0.2

create_clock -name clk0 -period $clk_period [get_ports {clk_i}]

set non_clock_inputs [all_inputs -no_clocks]
set_input_delay [expr $clk_period * $clk_io_pct] -clock clk0 $non_clock_inputs
set_output_delay [expr $clk_period * $clk_io_pct] -clock clk0 [all_outputs]
==> run notes <==
flow finished, numbers: status=finished, violations left, failing checks=antenna rules, Crit Path Max Fanout=38, internal power consumption=13.3 mW, Layout area overhead=11.0%, EDFF count, synth=8256, clock slew at reported path FFs=0.07 ns, OpenROAD warnings=56, DRT Pass-1 Iters=6, initial antenna violation count=225, Max Slew Vio Count=0, post-layout minimum cycle time=16.38 ns, Fin. Hold Viols=0, Sw Pwr=4.44 mW, max FFs per register=8192, Worst Skew=0.0683 ns, Logic pwr share=11.0%, row cnt=359, drt drc=0, Die Y=983 um, Critical Path AT=17.24 ns, CTS Hold Bufs=0, Syn Inst Count=29900, Yosys warning count=3, leakage=171 nW, ys async rst share=0%, Ports=153, final WL=1880 mm, # Post-CTS Setup Buffers=0, switch share=25.1%, Die Area=966000 um^2, Dominant flop cell=edfxtp_1, max_cap viols=0, Synth Cell Area=481000 um^2, type of the worst min-delay path=reg2reg, CTS Sinks=8256, 1st-iter DRT viols=23800, share of layout cells above drive strength 1=53.4%, All-Layer GR Usage=42.8%, # resized after CTS=0, Top Layout Cells=edfxtp_1, mux2_2, mux4_2, buf_4, a22oi_1, CTS Buf Count=942, Initial Util=50.2%, FMAX=61.0 MHz, yosys synthesis chip area=481000 um^2, Clock power frac=42.2%, pwr dens=33.2 nW/um^2, Flops after synth=8256, Port Buffers=152, largest net degree at the start of global routing=113, ys cells=29900, total gr overflow=0, Core Area=957000 um^2, Vias/cell=7.10, Post-Syn Area per Cell=16.1 um^2, cycle use final=35.5%, global-route wire length before repair=2600 mm, CTS H-Tree Depth=6, Die X=983 um, Max Root-Sink Buffers=5, Worst setup SP type=primary input, via count=309000, Avg WL per Cell=43.1 um, register share after synthesis=51.6%, post-route ant nets=1, DP HPWL=1210 mm, required time of the worst setup path=47.06 ns, setup violators final=0, VDD IR max=0.0383 mV, CTS tree=done, Hold WS=1.04 ns, Slew headroom=0.0349%, actual slew at the worst max-slew pin=1.50 ns, dominant logic cell type in the layout=edfxtp_1, Root Driver=clkbuf_16, Sum Neg Setup Slack=0 ns, kind of critical path=in2reg, RD Place Congestion=0.999, Synth cell types=24, Flop pwr share=46.8%, endpoint class of the critical path=flop, setup repair after global routing missed its margin=false, Final Power=17.7 mW, Late-Pin Clk Latency=1.19 ns, vias in the first global route=327000
==> worst max-delay path, stage by stage <==
cell and delay, ns:
buf_16 0.30, buf_4 0.67, buf_4 0.64, buf_4 0.71
buf_4 0.57, buf_4 0.72, buf_4 0.54, buf_4 0.67
buf_4 0.68, mux4_2 0.60, a22oi_1 0.32, a21oi_1 0.21
o41ai_2 0.64, buf_4 0.24, nand4_1 0.12
==> final timing paths <==
path	startpoint	to	slack, ns	cells past startpoint
worst min register to register	memory[98][27]	a_dout_o_reg[0][27]	1.04	5
worst max register to register	memory[173][20]	a_dout_o_reg[0][20]	42.68	6
worst min-delay path	memory[98][27]	a_dout_o_reg[0][27]	1.04	5
worst max-delay path	a_addr_i[0]	a_dout_o_reg[0][23]	29.82	15
==> Yosys cell counts, types with 39 or more instances <==
master,n,area share [%]
mux2_2,8192,19
buf_1,212,0.17
o41ai_1,256,0.47
o21ai_0,1024,1.1
edfxtp_1,8256,52
nand4_1,64,0.083
buf_6,39,0.091
mux4_2,4096,19
nand3_1,68,0.071
buf_2,464,0.48
clkbuf_1,2940,2.3
a22oi_1,2048,3.2
a21oi_1,1024,1.1
buf_4,75,0.12
nand2_1,1025,0.80
and2_1,54,0.070
==> cell type report <==
class / instances / area (um^2)
multi-input combinational: 18000 / 219000
clock inverter: 565 / 5160
fill: 73800 / 424000
tap: 12800 / 16000
antenna: 473 / 1180
clock buffer: 1145 / 24600
sequential: 8256 / 248000
timing repair buffer: 2396 / 19300
==> stage by stage <==
| step | utilization [%] | cell area [um^2] | setup slack [ns] | std cells |
|---|---|---|---|---|
| after global routing | 55.7 | 533000 | 29.29 | 43400 |
| after global placement | 52.5 | 503000 | 28.59 | 41400 |
| after floorplan | - | 481000 | 32.91 | 29900 |
| final | 55.7 | 534000 | 29.82 | 43600 |
| after CTS | 55.6 | 532000 | 29.73 | 43100 |
| after detailed placement | 52.5 | 503000 | 28.55 | 41400 |
==> cells by family (layout without fill, tap and decap cells) <==
group,Yosys count,in the layout,share of synthesized area (%)
flops,8256,8256,51.6
buf+inv,3730,4106,3.15
simple gates,1312,1312,1.14
mux,12300,12300,38.4
other cells,0,473,0
compound gates,4352,4352,5.79
==> layer usage <==
metal | vias up | global-route usage [%] | part of all wire [%]
li1 | 124000 | - | -
met1 | 159000 | 53.2 | 31
met2 | 21400 | 56.8 | 44
met3 | 4306 | 32.0 | 18
met4 | 187 | 22.0 | 6.7
met5 | - | 3.48 | 0.20
==> power by group through the flow <==
stage / logic, mW / registers, mW / clock network (mW)
after global routing: 2.02 / 8.29 / 7.79
final: 1.95 / 8.30 / 7.47
after CTS: 1.90 / 8.29 / 7.54
No activity file was given, so power comes from the tool's default toggle rates.
