==> flow/design.v <==
module packet_counter #(
    parameter WB_DATA_WIDTH = 1,
    parameter WB_ADDR_WIDTH = 24,
    parameter QUEUE_ID_WIDTH = 1,
    parameter NUM_COUNTER = 1,
    parameter PACKET_SIZE_WIDTH = 1
)(
    input wire clk_i,
    input wire rst_i,
    input wire			               wb_cyc_i,
    input wire[WB_ADDR_WIDTH-1:0]                 wb_adr_i,
    input wire                         wb_we_i,
    input wire[WB_DATA_WIDTH-1:0]      wb_dat_i, 
    output reg                         wb_ack_o,
    output reg  [WB_DATA_WIDTH-1:0]    wb_dat_o,
    input wire [QUEUE_ID_WIDTH-1:0] c_id_i,
    input wire [PACKET_SIZE_WIDTH-1: 0] p_len_i,
    input wire count_i
);
    wire [QUEUE_ID_WIDTH+PACKET_SIZE_WIDTH - 1 : 0] job_queue_input_s = {c_id_i, p_len_i};
    wire [QUEUE_ID_WIDTH+PACKET_SIZE_WIDTH - 1 : 0] job_queue_output_s;
    wire [QUEUE_ID_WIDTH-1:0] c_id_s;
    wire [PACKET_SIZE_WIDTH-1: 0] p_len_s;
    reg  [PACKET_SIZE_WIDTH-1: 0] p_len_s_reg;
    assign {c_id_s, p_len_s} = job_queue_output_s;
    wire count_s;
    reg pop_s;
    simple_queue #(
        .WIDTH(72),
        .DEPTH(16)
    )input_queue (
        .rst_i(rst_i),
        .clk_i(clk_i),
        .data_i(job_queue_input_s),
        .valid_i(count_i),
        .ack_o(),
        .ready_o(),
        .data_o(job_queue_output_s),
        .valid_o(count_s),
        .pop_i(pop_s)
    );
reg [31:0] next_addr_counter_write_s, addr_counter_write_s, addr_counter_s;
reg counter_read_enable_b_s;
reg counter_write_b_s;
localparam BYTE_COUNTER_WIDTH = 37;
localparam PACKET_COUNTER_WIDTH = 64 - BYTE_COUNTER_WIDTH;
wire [BYTE_COUNTER_WIDTH-1:0] data_counter_read_bytes_s;
wire [PACKET_COUNTER_WIDTH-1:0] data_counter_read_packets_s;
reg [BYTE_COUNTER_WIDTH-1:0] data_counter_write_bytes_s, data_counter_write_bytes_s_reg, data_counter_write_bytes_s_reg2;
reg [PACKET_COUNTER_WIDTH-1:0] data_counter_write_packets_s, data_counter_write_packets_s_reg, data_counter_write_packets_s_reg2; 
reg [2:0] state, next_state;
localparam STATE_IDLE = 0;
localparam STATE_READ_COUNTER = 1;
localparam STATE_READ_COUNTER2 = 2;
localparam STATE_INCREMENT = 3;
localparam STATE_PRE_WRITE = 4;
localparam STATE_WRITE = 5;
localparam STATE_RESET = 6;
always@(*) begin
    next_state = STATE_IDLE;
    counter_read_enable_b_s = 1'b0;
    counter_write_b_s = 1'b0;
    data_counter_write_bytes_s = {BYTE_COUNTER_WIDTH{1'b0}};
    data_counter_write_packets_s = {PACKET_COUNTER_WIDTH{1'b0}};
    next_addr_counter_write_s = 0;
    pop_s = 1'b0;
    addr_counter_s = c_id_s;
    case(state)
        STATE_RESET: begin
            next_state = STATE_RESET;
            addr_counter_s = addr_counter_write_s;
            next_addr_counter_write_s = addr_counter_write_s+1;
            counter_write_b_s = 1'b1;
            if (next_addr_counter_write_s >= NUM_COUNTER) begin
                next_state = STATE_IDLE;
            end
        end
        STATE_IDLE: begin
            if(count_s) begin
                counter_read_enable_b_s = 1'b1;
                next_state = STATE_READ_COUNTER;
            end
        end
        STATE_READ_COUNTER: begin
            next_state = STATE_READ_COUNTER2;
        end
        STATE_READ_COUNTER2: begin
            next_state = STATE_INCREMENT;
        end
        STATE_INCREMENT: begin
            next_state = STATE_PRE_WRITE;
            data_counter_write_bytes_s = data_counter_read_bytes_s + p_len_s_reg;
            data_counter_write_packets_s = data_counter_read_packets_s + 1;
        end
        STATE_PRE_WRITE: begin
            next_state = STATE_WRITE;
        end
        STATE_WRITE: begin
            counter_write_b_s = 1'b1;
            pop_s = 1'b1;
            next_state = STATE_IDLE;
        end
    endcase
end
always @(posedge clk_i) begin
    if(rst_i) begin
        state <= STATE_RESET;
        addr_counter_write_s <= 0;
    end else begin
        state <= next_state;
        addr_counter_write_s <= next_addr_counter_write_s;
    end
    data_counter_write_bytes_s_reg <= data_counter_write_bytes_s;
    data_counter_write_packets_s_reg <= data_counter_write_packets_s;
    data_counter_write_bytes_s_reg2 <= data_counter_write_bytes_s_reg;
    data_counter_write_packets_s_reg2 <= data_counter_write_packets_s_reg;
    p_len_s_reg <= p_len_s;
end
wire [63:0] data_counter_read_wb_s;
reg wb_read_s;
wire wb_read_ready_s;
wire [31:0] addr_counter_wb_s;
virt_dualport_ram_bw #(
    .ADDR_WIDTH(32),
    .MEM_DEPTH(NUM_COUNTER),
    .NUM_BYTES(64/8),
    .READ_PIPE_STAGES_A(4),
    .READ_PIPE_STAGES_B(2)
) counter_mem (
    .clk_i(clk_i),
    .a_ready_o(wb_read_ready_s),
    .a_re_i({8{wb_read_s}}),
    .a_we_i(0),
    .a_addr_i(addr_counter_wb_s),
    .a_din_i(0),
    .a_dout_o(data_counter_read_wb_s),
    .b_re_i(counter_read_enable_b_s),
    .b_we_i({8{counter_write_b_s}}),
    .b_addr_i(addr_counter_s),
    .b_din_i({data_counter_write_packets_s_reg2, data_counter_write_bytes_s_reg2}),
    .b_dout_o({data_counter_read_packets_s, data_counter_read_bytes_s})
);
reg [WB_DATA_WIDTH-1:0]     wb_dat_i_reg;
assign addr_counter_wb_s = wb_dat_i_reg;
reg [WB_ADDR_WIDTH-1:0]                 wb_adr_i_reg;
reg next_wb_ack_o;
reg [32-1:0] data_read_wb_lower_s;
reg [32-1:0] data_read_wb_higher_s;
reg [WB_DATA_WIDTH-1:0] next_wb_dat_s;
reg [2:0] wb_state, next_wb_state;
localparam wb_state_idle = 0;
localparam wb_state_write = 1;
localparam wb_state_read = 2;
localparam wb_state_read_cntr1 = 3;
localparam wb_state_read_cntr2 = 4;
localparam wb_state_read_cntr3 = 5;
localparam wb_state_read_cntr4 = 6;
localparam wb_state_read_cntr5 = 7;
reg take_addr_data_s;
reg take_data_wb_reg_s;
always @(*) begin
    next_wb_ack_o = 1'b0;
    next_wb_state = wb_state_idle;
    take_addr_data_s = 1'b0;
    next_wb_dat_s = 32'hcafebabe;
    take_data_wb_reg_s = 1'b0;
    wb_read_s = 1'b0;  
    case(wb_state)
        wb_state_idle: begin
            if(wb_cyc_i) begin
                take_addr_data_s = 1'b1;
                if(wb_we_i) begin
                    next_wb_state = wb_state_write;
                    next_wb_ack_o = 1'b1;
                end else begin
                    next_wb_state = wb_state_read;   
                end
            end
        end
        wb_state_write: begin
            next_wb_state = wb_state_write;
            wb_read_s = 1'b1;
            if(wb_read_ready_s) begin
                next_wb_state = wb_state_read_cntr1;
            end
        end
        wb_state_read_cntr1: begin
            next_wb_state = wb_state_read_cntr2;
        end
        wb_state_read_cntr2: begin
            next_wb_state = wb_state_read_cntr3;
        end
        wb_state_read_cntr3: begin
            next_wb_state = wb_state_read_cntr4;
        end
        wb_state_read_cntr4: begin
            next_wb_state = wb_state_read_cntr5;
        end
        wb_state_read_cntr5: begin
            take_data_wb_reg_s = 1'b1;
        end
        wb_state_read: begin
            next_wb_state = wb_state_idle;
            next_wb_ack_o = 1'b1;
            if(wb_adr_i_reg == 1) begin
                next_wb_dat_s = data_read_wb_lower_s;
            end else if(wb_adr_i_reg == 2) begin
                next_wb_dat_s = data_read_wb_higher_s;
            end
        end
    endcase
end
reg [WB_DATA_WIDTH-1:0] tmp1_s, tmp2_s;
always @(posedge clk_i) begin
    if(rst_i) begin
        wb_state <= wb_state_idle;
    end else begin
        wb_state <= next_wb_state;
    end
    wb_ack_o <= next_wb_ack_o;
    wb_dat_o <= next_wb_dat_s;
    if(take_addr_data_s) begin
        wb_dat_i_reg <= wb_dat_i;
        wb_adr_i_reg <= wb_adr_i;
    end
    if(take_data_wb_reg_s)
        {data_read_wb_higher_s, data_read_wb_lower_s} <= data_counter_read_wb_s;
end
endmodule
`timescale 1ns / 1ps
module simple_queue #(
    parameter WIDTH = 1,
    parameter DEPTH = 64
)(
    input wire clk_i,
    input wire rst_i,
    input wire [WIDTH-1:0] data_i,
    input wire valid_i,
    output reg ack_o,
    output wire ready_o,
    output reg [WIDTH-1:0] data_o,
    output reg valid_o,
    input wire pop_i
);
localparam ADDR_BITS = $clog2(DEPTH);
reg [WIDTH-1:0] mem [DEPTH-1:0];
reg [ADDR_BITS:0] in_pointer_s, out_pointer_s;
wire full = ((in_pointer_s[ADDR_BITS] != out_pointer_s[ADDR_BITS]) && (in_pointer_s[ADDR_BITS-1:0] == out_pointer_s[ADDR_BITS-1:0]));
wire empty = (in_pointer_s == out_pointer_s);
assign ready_o = !full && !ack_o;
always @(posedge clk_i) begin
    if(rst_i) begin
        in_pointer_s <= 0;
        ack_o <= 1'b0;
    end else begin
        if(valid_i && !full && !ack_o) begin
            mem[in_pointer_s[ADDR_BITS-1:0]] <= data_i;
            in_pointer_s <= in_pointer_s + 1;
            ack_o <= 1'b1;
        end else begin
            ack_o <= 1'b0;
        end
    end
end
wire [ADDR_BITS:0] inc_out_pointer_s = out_pointer_s +1;
wire inc_empty = (in_pointer_s == inc_out_pointer_s);
always @(posedge clk_i) begin
    if(rst_i) begin
        out_pointer_s <= 0;
        valid_o <= 1'b0;
    end else begin
        if(!empty && !valid_o) begin
            valid_o <= 1'b1;
            data_o <= mem[out_pointer_s[ADDR_BITS-1:0]];
        end else if(valid_o && pop_i) begin
            out_pointer_s <= inc_out_pointer_s;
            if(inc_empty) begin
                valid_o <= 1'b0;
            end else begin
                data_o <= mem[inc_out_pointer_s[ADDR_BITS-1:0]];
            end
        end
    end
end
endmodule
module virt_dualport_ram_bw #(
    parameter READ_PIPE_STAGES_A = 0,
    parameter READ_PIPE_STAGES_B = 0,
    parameter ADDR_WIDTH = 8,
    parameter MEM_DEPTH = 2**ADDR_WIDTH,
    parameter NUM_BYTES = 4,
    parameter BYTE_WIDTH = 8,
    parameter DATA_WIDTH = NUM_BYTES*BYTE_WIDTH
)(
	input wire clk_i,
    input wire                        a_re_i,
    output wire                       a_ready_o,
    input   wire    [NUM_BYTES-1:0]   a_we_i,
    input   wire    [ADDR_WIDTH-1:0]  a_addr_i,
    input   wire    [DATA_WIDTH-1:0]  a_din_i,
    output  wire     [DATA_WIDTH-1:0]  a_dout_o,
    input wire                        b_re_i,
    input   wire    [NUM_BYTES-1:0]   b_we_i,
    input   wire    [ADDR_WIDTH-1:0]  b_addr_i,
    input   wire    [DATA_WIDTH-1:0]  b_din_i,
    output  wire    [DATA_WIDTH-1:0]  b_dout_o
);
assign a_ready_o = ~ (b_re_i || b_we_i);
    (* ram_style = "ultra" *)
	reg [DATA_WIDTH-1:0] memory [MEM_DEPTH-1:0];
    reg [DATA_WIDTH-1:0] a_dout_o_reg [READ_PIPE_STAGES_A:0];
	reg [DATA_WIDTH-1:0] b_dout_o_reg [READ_PIPE_STAGES_B:0];
    assign a_dout_o = a_dout_o_reg[0];
    assign b_dout_o = b_dout_o_reg[0];
    reg [DATA_WIDTH-1:0] dout_reg;
    always @(*) begin
        a_dout_o_reg[READ_PIPE_STAGES_A] = dout_reg;
        b_dout_o_reg[READ_PIPE_STAGES_B] = dout_reg;
    end
	integer i;
    always @(posedge clk_i) begin
        for(i = 0;i<READ_PIPE_STAGES_A;i=i+1) 
            a_dout_o_reg[i] <= a_dout_o_reg[i+1];
        for(i = 0;i<READ_PIPE_STAGES_B;i=i+1) 
            b_dout_o_reg[i] <= b_dout_o_reg[i+1];
    end
    wire    [ADDR_WIDTH-1:0]  addr_s = (b_re_i || |b_we_i) ? b_addr_i: a_addr_i;
    wire we_s = (|b_we_i) || (|a_we_i && ~b_re_i);
    wire re_s = a_re_i | b_re_i;
    wire [NUM_BYTES-1:0] we_bytemask_s = (|b_we_i)? b_we_i:a_we_i;
    wire    [DATA_WIDTH-1:0]  din_s = (|b_we_i)?b_din_i:a_din_i;
	always @(posedge clk_i) begin
        if(we_s) begin
          for(i = 0;i<NUM_BYTES;i=i+1) 
            if(we_bytemask_s[i])
                memory[addr_s][i*BYTE_WIDTH +: BYTE_WIDTH] <= din_s[i*BYTE_WIDTH +: BYTE_WIDTH];
        end else begin
                dout_reg <=  memory[addr_s];
        end
    end
endmodule
==> flow/run.sh <==
#!/bin/bash
# OpenROAD 26Q1-2900-gdf79404cd8, Yosys 0.63+post, stock flow scripts
make -C /OpenROAD-flow-scripts/flow DESIGN_CONFIG=/design/flow/config.mk WORK_HOME=/design/flow/orfs finish
==> flow/config.mk <==
export PLATFORM = sky130hd
export DESIGN_NAME = packet_counter
export DESIGN_NICKNAME = packet_counter
export VERILOG_FILES = /design/flow/design.v
export SDC_FILE = /design/flow/constraint.sdc
export NUM_CORES = 4
export LEC_CHECK = 1
export CORE_UTILIZATION = 50
==> flow/constraint.sdc <==
current_design packet_counter

set clk_period 7.7
set clk_io_pct 0.2

create_clock -name clk0 -period $clk_period [get_ports {clk_i}]

set non_clock_inputs [all_inputs -no_clocks]
set_input_delay [expr $clk_period * $clk_io_pct] -clock clk0 $non_clock_inputs
set_output_delay [expr $clk_period * $clk_io_pct] -clock clk0 [all_outputs]
==> results.yml <==
# implementation run metrics
final_layout:
  syn2layout_area_growth_pct: 15.81
  fin_area_mm2: 0.01216
  largest_reg_flops: 70
  utilization_pct: 59.54
  drive_gt1_share_pct: 8.768
  final_layout_top_logic_cells: "dfxtp_1, edfxtp_1, nor2_1"
  layout.cells.most_common: "dfxtp_1"
critical_path:
  cp.required_ns: 6.16
  critPathCapture: "wb_ack_o"
  r2r_start: "addr_counter_write_s[0]"
  rrSetupSlack_ns: 4.97
  path_max_fanout: 1
  cpPeakStageDelay_ns: 0.48
  worstPathArrival_ns: 1.34
  path_delay_family: "buffers and inverters"
  path_cells: "clkdlybuf4s50_1"
  cp-end-kind: "output port"
  critPathBufInv: 1
  worst-path-stages: 1
  r2r-end: "state[1]"
  reg2reg_depth: 9
  crit_path_start_kind: "flip-flop"
  setup.worst_path.start: "wb_ack_o"
  worst_path_max_delay_cell: "clkdlybuf4s50_1"
  crit_type: "flip-flop to output port"
cts:
  cts_tree: "done"
  cts-root-buf: "clkbuf_16"
  cts_setup_buffers: 0
  clk_latency_ns: 0.55
  cts_resized: 0
  clk_pin_slew_worst_paths_ns: 0.06
  cts.sinks: 307
  hold_buffers: 0
  cts_max_level: 1
  clock_path_buffers: 3
  cts_buffers: 31
sta:
  max_clock_freq_mhz: 347.2
  slew_violations: 0
  tightest_slew_ns: 0.6371
  finalCritPeriodShare_pct: 37.40
  maxSlewHeadroom_pct: 57.22
  fin_skew_ns: 0.008295
  setup_tns_ns: 0
  setup_viol: 0
  hold_violations: 0
  rsz0062_at_grt: "false"
  finalWorstSetupSlack_ns: 4.820
  period_needed_ns: 2.880
run:
  drv_cap: 0
  warnings: 31
drt:
  firstDrtPassIters: 5
  vias: 6008
  drt-wirelength-per-cell_um: 14.40
  wirelength_mm: 16.86
  drc_errors: 0
  antenna_cells: 0
  drtAntennaViolNets: 0
  viasPerCell: 5.131
  dr.first_iter.drc_count: 352
yosys:
  ys_cells: 831
  synth.distinct_cells: 64
  ys.flop_type: "dfxtp_1"
  syn_area_mm2: 0.01050
  avgSynthCellArea_um2: 12.64
  synth-edff-count: 109
  ys_ff: 307
  ys_seq_share_pct: 68.91
  area_leaders: "dfxtp_1, edfxtp_1, xnor2_1, nor2_1, xor2_1"
  yosys_warnings: 10
  top_cell_area_share_pct: 37.74
  syn_inst: 831
  yosysTopAreaCell: "dfxtp_1"
  async_flop_share_pct: 0
  yosys_area_mm2: 0.01050
worst_hold_path:
  hold_path.class: "flip-flop to flip-flop"
global_route:
  antenna_found_initial: 0
  grt_max_degree: 36
  grt_remaining_overflow: 0
  grt_pass1_wl_mm: 28.69
  grt_usage_pct: 17.40
  grt_pass1_vias: 5873
floorplanning:
  die_w_um: 146.9
  design.core.area_mm2: 0.02043
  initial_core_util_pct: 51.41
  die_h_um: 146.9
  chipArea_mm2: 0.02159
  rows: 52
  ios: 34
power_and_ir_drop:
  pwr_density_cell_mw_per_mm2: 274.6
  p_leak_nw: 4.407
  ir_worst_vdd_mv: 0.1666
placement:
  portBuffers: 31
  place_congestion: 0.8262
  dpl_cell_area_mm2: 0.01111
  dpl.hpwl_mm: 10.36
  preCtsSetupSlack_ns: 4.391
status:
  outcome: "complete, no violations"
## through the flow
stage / power [mW] / hold WS (ns) / cells
after global routing: 3.458 / 0.3297 / 1171
after global placement: 1.880 / 0.3097 / 1113
after detailed placement: 1.884 / 0.3121 / 1113
final: 3.340 / 0.3247 / 1171
after floorplan: 1.842 / 0.3096 / 831
after CTS: 3.376 / 0.3259 / 1171
## where the power goes
part           internal (mW)  switching [mW]  total [mW]  leakage (nW)
logic                 0.0398          0.0479      0.0877          1.19
registers               1.73          0.0269        1.76          2.70
clock network          0.887           0.604        1.49         0.513
total                   2.66           0.679        3.34          4.41
## Yosys cell counts (17+ instances only)
cell	n
dfxtp_1	198
edfxtp_1	109
nor2_1	76
xnor2_1	45
nand2_1	42
nand3_1	30
and2_1	28
xor2_1	25
clkbuf_1	20
nand4_1	19
nor3_1	19
inv_1	18
o21ai_0	17
## metal layers
metal	track usage [%]	routed length [um]
met2	25.40	7476
met5	0	0
met4	4.536	516
met3	4.247	864
met1	28.21	8002
## cells by family after synthesis
logic type      count (synthesis)  synth area share [%]
fa+ha+maj                       9                 1.072
mux                            17                 1.644
buf+inv                        46                 1.727
xor+xnor                       70                 5.838
simple gates                  303                 15.78
compound gates                 79                 5.027
flops                         307                 68.91
## worst min path at each step
| stage | from | endpoint | cells after the start | slack [ns] |
|---|---|---|---|---|
| 4_1_cts | data_counter_write_bytes_s_reg[23] | data_counter_write_bytes_s_reg2[23] | 0 | 0.33 |
| 5_1_grt | counter_mem.a_dout_o_reg[3][6] | counter_mem.a_dout_o_reg[2][6] | 0 | 0.33 |
| 6_report | data_counter_write_bytes_s_reg[23] | data_counter_write_bytes_s_reg2[23] | 0 | 0.32 |
## final cells by class
class / count / area (um2)
fill: 1520 / 8267
sequential: 307 / 7237
inverter: 19 / 71.32
multi-input combinational: 478 / 3097
clock buffer: 40 / 849.6
timing repair buffer: 39 / 370.4
tap: 270 / 337.8
clock inverter: 18 / 200.2
Power is estimated from default activity; no workload was simulated.
