--- run.sh ---
#!/bin/bash
# OpenROAD 26Q1-2900-gdf79404cd8, Yosys 0.63+post, stock flow scripts
make -C /OpenROAD-flow-scripts/flow DESIGN_CONFIG=/design/flow/config.mk WORK_HOME=/design/flow/orfs finish
--- config.mk ---
export PLATFORM = sky130hd
export DESIGN_NAME = queue_length_mem
export DESIGN_NICKNAME = queue_length_mem
export VERILOG_FILES = /design/flow/design.v
export SDC_FILE = /design/flow/constraint.sdc
export NUM_CORES = 4
export LEC_CHECK = 1
export CORE_UTILIZATION = 40
--- constraint.sdc ---
current_design queue_length_mem

set clk_period 6.0
set clk_io_pct 0.2

create_clock -name clk0 -period $clk_period [get_ports {clk_i}]

set non_clock_inputs [all_inputs -no_clocks]
set_input_delay [expr $clk_period * $clk_io_pct] -clock clk0 $non_clock_inputs
set_output_delay [expr $clk_period * $clk_io_pct] -clock clk0 [all_outputs]
--- design.v ---
module queue_length_mem #(
    parameter WB_ADDR_WIDTH = 22,
    parameter WB_DATA_WIDTH = 32,
    parameter QUEUE_ID_WIDTH = 32,
    parameter MAX_QUEUE_LENGTH_WIDTH = 24
) (
    input wire [QUEUE_ID_WIDTH-1:0] queue_id_i,
    output reg [MAX_QUEUE_LENGTH_WIDTH-1:0] max_queue_length_o,
	input wire			              wb_cyc_i,
    input wire[WB_ADDR_WIDTH-1:0]	  wb_adr_i,
	input wire			              wb_we_i,
	input wire[WB_DATA_WIDTH-1:0]     wb_dat_i,
    output reg			              wb_ack_o,
    output reg[WB_DATA_WIDTH-1:0]     wb_dat_o,
    input wire clk_i,
    input wire rst_i
);
wire [2:0] id_sufix_s = queue_id_i [2:0];
reg [MAX_QUEUE_LENGTH_WIDTH-3-1:0] mem [7:0];
integer i;
initial begin
    for(i=0; i < 8; i = i+1) begin
        mem[i] <= 1 << (i + 4);
    end
end
always @ (posedge clk_i) begin
    max_queue_length_o <= ({mem[id_sufix_s], 3'b0});
end
always @(posedge clk_i) begin
    if(rst_i) begin
        wb_ack_o <= 1'b0;
    end else begin
        if(wb_cyc_i && ~wb_ack_o) begin
            wb_ack_o <= 1'b1;
            if(wb_we_i) begin
                mem[wb_adr_i[2:0]] <= wb_dat_i [WB_DATA_WIDTH-1:3];
            end
        end else begin
            wb_ack_o <= 1'b0;
        end
    end
    wb_dat_o <= {mem[wb_adr_i[2:0]],  3'b0};
end
endmodule
==> results.txt <==
flow finished, numbers: DR DRC count 0, Area Overhead vs Synth 19.5%, GP Congestion roughly 0.76, Top-area cell share between 50% and 60%, clk slew on worst S/H paths 0.05 ns, Worst setup EP type flip-flop, Pins Over Slew Limit 0, clk latency of the worst-skew pair 0.50 ns, Cell variety after synth 19, 1st-iter DRT viols 203, utilization after layout slightly below 50%, crit path DAT between 3 and 4 ns, Setup Skew 0.00817 ns, H-Tree Level Count 1, cts hold-fix bufs 0, crit start category primary input, Reg2Reg Launch Point wb_ack_o, GRT Total Usage 17.1%, Ports 147, Leakage 3.44 nW, VDD IR max between 200 and 250 uV, Worst Path Required a little over 6 ns, num rows 53, Max-slew headroom 45.0%, fp util 41.1%, wire per inst 21.9 um, CTS tree yes, crit path time final roughly 3.1 ns, CP Launch Point rst_i, post-cts sizing count 0, Cells after Synth 392, Yosys chip area 8720 um2, Final ANT Viol Nets 0, TNS Setup 0 ns, initial antenna violation count 0, Yosys warnings 1, max frequency between 300 and 400 MHz, DR vias 4133, synthesized area just under 9000 um2, most instantiated logic cells after routing 168 x edfxtp_1, 69 x clkdlybuf4s50_1, 64 x mux4_2, total CTS buffers 23, Post-DP HPWL 9620 um, chip area 22400 um2, max-capacitance violation count 0, die height 150 um, Post-CTS Setup Bufs 0, clock tree buffer depth 3, fin crit share between 50% and 60%, clk root buf clkbuf_16, Finish-stage setup viols 0, global-route wire length before repair ~25000 um, status completed, placed cell count about 730, share of cells above drive strength 1 33.2%, via density per instance 5.35, CORE AREA 21200 um2, Min-Delay Path Class reg2reg, final worst slack 2.85 ns, Top area cell types edfxtp_1 58%, mux4_2 17%, dfxtp_1 9.9%, mux4_1 6.0%, mux2_2 5.4%, remaining global-route overflow 0, Tool Warnings between 80 and 90, die width 150 um, Finished Layout Cells 772, unrepaired setup endpoints after global routing no, buffers added on ports 73, Worst-Margin Slew 0.825 ns, yosys cell count roughly 390, Fin. Hold Viols 0, DR pass1 iterations 4, pre-CTS WS between 2 and 2.5 ns, register share after synthesis 67.8%, Worst Hold Launch wb_ack_o, vias in the first global route 4610, Post-synth regs 211, ant diodes 0, Crit Path Class in2reg, PwrDens 301 nW/um2, Synth area leader edfxtp_1, most frequent logic cell in the layout edfxtp_1, Sink Count 211, Routed WL between 15000 and 20000 um, Post-Syn Area per Cell 22.2 um2, Worst Path Max Fanout 15, largest net degree at the start of global routing 43
[synth_stat cells]
master     instances
nor3b_1            1
buf_12             2
buf_1              1
conb_1             1
buf_6              6
mux4_1            20
clkbuf_1          13
mux4_2            64
nor3_1             6
nand2_1            1
nand4bb_1          1
inv_1              1
nand2b_1           2
buf_2              4
nor4_1             2
dfxtp_1           43
buf_4             14
mux2_2            42
edfxtp_1         168
[through the flow]
stage / instance area, um2 / total power, mW / hold WS [ns]
4_1_cts: 10400 / 3.18 / 0.452
2_1_floorplan: 8760 / 1.77 / 0.388
6_report: 10400 / 3.14 / 0.454
5_1_grt: 10400 / 3.25 / 0.473
3_3_place_gp: 9700 / 1.86 / 0.431
3_5_place_dp: 9700 / 1.86 / 0.436
[final timing paths]
check               to  slack, ns  cells past startpoint
min reg2reg   wb_ack_o       0.45                      1
max reg2reg  mem[6][9]       3.66                      3
max          mem[6][9]       2.85                      4
min           wb_ack_o       0.45                      1
[final cells by class]
cell class / instances / area [um2]
clock inverters: 5 / 55.1
well taps: 275 / 344
inverters: 1 / 3.75
fillers: 1711 / 10800
clock buffers: 37 / 658
flip-flops and latches: 211 / 5910
repair buffers: 90 / 838
multi-input cells: 153 / 2610
[cell families (layout without fill, tap and decap cells)]
family / count (synthesis) / after routing / share of synthesized area (%)
simple gates: 13 / 13 / 0.890
flops: 211 / 211 / 67.8
other cells: 1 / 14 / 0.0430
buf+inv: 41 / 133 / 3.32
mux: 126 / 126 / 28.0
[worst max-delay path, cell delays in order]
cell             delay [ns]
clkdlybuf4s50_1        0.41
nand4bb_1              0.54
nor3_2                 0.72
buf_4                  0.43
[routing by layer]
metal | part of all wire [%] | wire, um | global-route usage (%) | vias up
met5 | 0 | 0 | 0 | -
met4 | 1.1 | 192 | 1.89 | 0
met3 | 12 | 2090 | 10.4 | 19
met2 | 49 | 8350 | 26.4 | 227
met1 | 37 | 6290 | 22.8 | 2061
li1 | - | - | - | 1826
[registers in the layout, summed over array words and instances, names as in the netlist]
register and flops:
mem 168, max_queue_length_o 21, wb_dat_o 21, wb_ack_o 1
[power breakdown]
group	switching [mW]	internal [mW]	total [mW]
logic	0.0813	0.127	0.208
registers	0.00969	1.61	1.62
clock network	0.518	0.792	1.31
No activity file was given, so power comes from the tool's default toggle rates.
