[/design/flow/constraint.sdc]
current_design SimpleScheduler

set clk_period 8.0
set clk_io_pct 0.2

create_clock -name clk0 -period $clk_period [get_ports {clk_i}]

set non_clock_inputs [all_inputs -no_clocks]
set_input_delay [expr $clk_period * $clk_io_pct] -clock clk0 $non_clock_inputs
set_output_delay [expr $clk_period * $clk_io_pct] -clock clk0 [all_outputs]
[/design/flow/config.mk]
export PLATFORM = sky130hd
export DESIGN_NAME = SimpleScheduler
export DESIGN_NICKNAME = SimpleScheduler
export VERILOG_FILES = /design/flow/design.v
export SDC_FILE = /design/flow/constraint.sdc
export NUM_CORES = 4
export LEC_CHECK = 1
export CORE_UTILIZATION = 40
[/design/flow/design.v]
module SimpleScheduler #(
    parameter NUM_QUEUES = 1,
    parameter NUM_CUSTOMERS = 1,
    parameter QUEUE_ID_WIDTH = 1,
    parameter AXI_ADDR_WIDTH = 1,
    parameter PACKET_SIZE_WIDTH = 1,
    parameter WB_ADDR_WIDTH = 1,
    parameter WB_DATA_WIDTH = 1
)(
    input wire clk_i,
    input wire rst_i,
    input wire			              wb_cyc_i,
    input wire[WB_ADDR_WIDTH-1:0]      wb_adr_i,
    input wire                          wb_we_i,
    input wire[WB_DATA_WIDTH-1:0]     wb_dat_i, 
    output reg                          wb_ack_o,
    output reg [WB_DATA_WIDTH-1:0]     wb_dat_o,
    output reg  [QUEUE_ID_WIDTH-1:0 ]         pop_queue_id_base_o,
    output reg                                pop_set_base_queue_id_o,  
    input wire                                pop_set_base_ready_i,
    input wire [QUEUE_ID_WIDTH-1:0 ]        pop_queue_id_i,
    input wire                               id_valid_i,
    output reg                               pop_o,
    input wire [AXI_ADDR_WIDTH-1:0]             pop_addr_i,
    input wire [PACKET_SIZE_WIDTH -1 : 0]   pop_len_i,
    input wire                               valid_i,
    output reg valid_packet_o,
    output reg [AXI_ADDR_WIDTH-1:0] addr_packet_scheduler_o,
    output reg [PACKET_SIZE_WIDTH -1 : 0] length_packet_scheduler_o,
    input wire ack_from_tx_handler_i
);
    wire [19-1:0] inner_address = wb_adr_i[19-1:0];
    wire [2:0] outer_address = wb_adr_i[22-1:19];
    reg 			             wb_rl1_cyc_s;
    wire[17-1:0]                 wb_rl1_adr_s = inner_address;
    reg                          wb_rl1_we_s;
    wire[WB_DATA_WIDTH-1:0]      wb_rl1_dat_r_s;
    wire                         wb_rl1_ack_s;
    wire [WB_DATA_WIDTH-1:0]     wb_rl1_dat_w_s = wb_dat_i;
    always @(*) begin
        wb_ack_o = 1'b0;
        wb_dat_o = 0;
        wb_rl1_cyc_s = 1'b0;
        wb_rl1_we_s = 1'b0;
        case (outer_address)
            0: begin  
            end
            1: begin  
                wb_rl1_cyc_s = wb_cyc_i;
                wb_rl1_we_s = wb_we_i;
                wb_dat_o = wb_rl1_dat_r_s;
                wb_ack_o = wb_rl1_ack_s;
            end
        endcase
    end
    reg id_valid_s;
    wire ok_s, ok_valid_s;
    reg drop_it_s;
    reg take_it_s;
    wire [QUEUE_ID_WIDTH-1:0] next_id_s;
    rate_limiter #(
        .WB_DATA_WIDTH(WB_DATA_WIDTH),
        .QUEUE_ID_WIDTH(QUEUE_ID_WIDTH),
        .NUM_ENTRIES(NUM_CUSTOMERS),
        .PACKET_SIZE_WIDTH(PACKET_SIZE_WIDTH),
        .QUEUE_ID_OFFSET(3)
    )rate_limiter_inst (
        .wb_cyc_i(wb_rl1_cyc_s),
        .wb_adr_i(wb_rl1_adr_s),
        .wb_we_i(wb_rl1_we_s),
        .wb_dat_i(wb_rl1_dat_w_s),
        .wb_ack_o(wb_rl1_ack_s),
        .wb_dat_o(wb_rl1_dat_r_s),
        .id_i(pop_queue_id_i),
        .id_valid_i(id_valid_s),
        .ok_o(ok_s),
        .ok_valid_o(ok_valid_s),
        .next_id_o(next_id_s),
        .drop_it_i(drop_it_s),
        .take_it_i(take_it_s),
        .update_plen_i(pop_len_i),
        .clk_i(clk_i),
        .rst_i(rst_i)
    );
   reg [QUEUE_ID_WIDTH-1:0 ]        pop_queue_id_i_reg;
    reg [2:0] scheduler_state, next_scheduler_state;
    localparam state_idle = 0;
    localparam state_wait_for_queue_mem = 1;
    localparam state_wait_for_scheduler = 2;
    localparam state_wait_for_packet_data = 3;
    localparam state_give_to_TX_handler = 4;
    reg store_packet_in_scheduler_s;
    reg [QUEUE_ID_WIDTH-1:0] next_pop_queue_id_base_o ;
    reg sleep_startup_s;  
    initial begin
        sleep_startup_s = 0;
        #400000
        sleep_startup_s = 1;
    end
    always@(*) begin
        next_scheduler_state = state_idle;
        pop_set_base_queue_id_o = 1'b0;
        next_pop_queue_id_base_o = pop_queue_id_base_o;
        pop_o = 1'b0;
        valid_packet_o = 1'b0;
        store_packet_in_scheduler_s = 1'b0;
        id_valid_s = 1'b0;
        drop_it_s = 1'b0;
        take_it_s = 1'b0;
        case(scheduler_state)
            state_idle: begin  
                pop_set_base_queue_id_o = sleep_startup_s; 
                if(pop_set_base_ready_i && sleep_startup_s)
                    next_scheduler_state = state_wait_for_queue_mem;
            end
            state_wait_for_queue_mem: begin
                next_scheduler_state = state_wait_for_queue_mem;
                if(id_valid_i) begin
                    id_valid_s = 1'b1;
                    next_scheduler_state = state_wait_for_scheduler;
                end
            end
            state_wait_for_scheduler: begin
                next_scheduler_state = state_wait_for_scheduler;
                if(ok_valid_s) begin
                    if(ok_s) begin
                        pop_o = 1'b1;
                        next_scheduler_state = state_wait_for_packet_data;
                        next_pop_queue_id_base_o = pop_queue_id_i_reg;
                    end else begin
                        drop_it_s = 1'b1;
                        next_pop_queue_id_base_o = next_id_s;
                        next_scheduler_state = state_idle;
                    end
                end
            end
            state_wait_for_packet_data: begin
                next_scheduler_state = state_wait_for_packet_data;
                pop_o = 1'b1;
                if(valid_i) begin
                     store_packet_in_scheduler_s = 1'b1;
                     take_it_s = 1'b1;
                     next_scheduler_state = state_give_to_TX_handler;
                end
            end
            state_give_to_TX_handler: begin
                next_scheduler_state = state_give_to_TX_handler;
                valid_packet_o = 1'b1;
                if(ack_from_tx_handler_i) begin
                    pop_set_base_queue_id_o = 1'b1; 
                    if(pop_set_base_ready_i)begin
                        next_scheduler_state = state_wait_for_queue_mem;
                    end else begin
                        next_scheduler_state = state_idle;
                    end
                end
            end
        endcase
    end
    always @(posedge clk_i) begin
        if(rst_i) begin
            scheduler_state <= state_idle;
            pop_queue_id_base_o <= 0;
        end else begin
            scheduler_state <= next_scheduler_state;
            pop_queue_id_base_o <= next_pop_queue_id_base_o;
        end
        if(store_packet_in_scheduler_s) begin
            addr_packet_scheduler_o <= pop_addr_i;
            length_packet_scheduler_o <= pop_len_i;
        end
        if(id_valid_s) begin
                    pop_queue_id_i_reg <= pop_queue_id_i; 
        end
    end 
endmodule
module rate_limiter #(
    parameter WB_DATA_WIDTH = 1,
    parameter QUEUE_ID_WIDTH = 1,
    parameter NUM_ENTRIES = 1,
    parameter PACKET_SIZE_WIDTH = 1,
    parameter MAX_BUCKET_SIZE = 4000,
    parameter NUM_ENTRY_BITS = $clog2(NUM_ENTRIES),
    parameter CLOCK_DIVIDER = 1248,
    parameter QUEUE_ID_OFFSET = 3        
)(
    input wire clk_i,
    input wire rst_i,
    input wire			              wb_cyc_i,
    input wire[17-1:0]                 wb_adr_i,
    input wire                          wb_we_i,
    input wire[WB_DATA_WIDTH-1:0]     wb_dat_i, 
    output reg                          wb_ack_o,
    output reg  [WB_DATA_WIDTH-1:0]     wb_dat_o,
    input wire [QUEUE_ID_WIDTH-1:0] id_i,
    input wire                      id_valid_i,
    output reg                      ok_o,
    output reg                      ok_valid_o,
    output reg [QUEUE_ID_WIDTH-1:0] next_id_o,
    input wire                         drop_it_i,
    input wire                         take_it_i,
    input wire [PACKET_SIZE_WIDTH-1:0] update_plen_i
);
reg [17:0] bucket_max_val_config;
localparam MTU = 1600;  
localparam BUCKET_VAL_WIDTH = 15;
localparam TIMESTAMP_WIDTH = 36 - BUCKET_VAL_WIDTH;
localparam RATE_MEM_WIDTH = 18;
localparam BUCKET_VAL_MAX_VAL = 2**BUCKET_VAL_WIDTH - 1;
wire [QUEUE_ID_WIDTH-QUEUE_ID_OFFSET-1:0] id_s = id_i[QUEUE_ID_WIDTH-1:QUEUE_ID_OFFSET];
reg [TIMESTAMP_WIDTH-1:0] local_time_s;
localparam FOO = $clog2(CLOCK_DIVIDER);
reg [FOO-1:0] help_counter_s;
always @(posedge clk_i) begin
    if(rst_i) begin
        local_time_s <= 0;
        help_counter_s <=0;
    end else begin
    help_counter_s <= help_counter_s +1;
    if ( help_counter_s == CLOCK_DIVIDER-1) begin
        help_counter_s <= 0;
        local_time_s <= local_time_s + 1;
    end
    end
end
reg [BUCKET_VAL_WIDTH+TIMESTAMP_WIDTH-1:0] bucket_mem [NUM_ENTRIES - 1: 0];
reg [RATE_MEM_WIDTH-1:0] rate_mem [NUM_ENTRIES - 1: 0];
integer i;
initial begin
    for(i=0; i < NUM_ENTRIES; i = i + 1) begin
        bucket_mem[i] = 0;
        rate_mem [i] = 1;
    end
end
reg [TIMESTAMP_WIDTH-1:0] local_time_s_reg;
reg [TIMESTAMP_WIDTH-1:0] data_read_timestamp_s;
reg [BUCKET_VAL_WIDTH-1:0] data_read_bucket_val_s;
reg [RATE_MEM_WIDTH-1:0] data_read_rate_mem_s;
reg [QUEUE_ID_WIDTH-QUEUE_ID_OFFSET-1:0] id_s_reg;
reg [18-1:0] new_bucket_val_s, next_new_bucket_val_s, data_write_bucket_val_s;
reg [TIMESTAMP_WIDTH-1:0] next_diff_time_s, diff_time_s;
reg [2:0] state, next_state;
localparam state_idle = 0;
localparam state_compute_new_bucket1 = 1;
localparam state_compute_new_bucket2 = 2;
localparam state_compute_and_decide = 3;
localparam state_decide_and_write  = 4;
reg read_mem_s;
reg write_bucket_s;
reg save_local_time_s;
reg grant_packet_sending_s;
always @(*) begin
    next_state = state_idle;
    read_mem_s = 1'b0;
    write_bucket_s = 1'b0;
    grant_packet_sending_s = 1'b0;
    next_new_bucket_val_s = new_bucket_val_s;
    data_write_bucket_val_s = new_bucket_val_s;
    next_diff_time_s <= local_time_s_reg - data_read_timestamp_s;
    save_local_time_s = 1'b0;
    ok_valid_o = 1'b0;
    next_id_o = 0;
    case(state)
        state_idle: begin
            if(id_valid_i) begin
                read_mem_s = 1'b1;
                next_state = state_compute_new_bucket1;
            end
            save_local_time_s = 1'b1;
        end
        state_compute_new_bucket1: begin
            next_diff_time_s <= local_time_s_reg - data_read_timestamp_s;
            next_state = state_compute_new_bucket2;
        end
        state_compute_new_bucket2: begin
            next_new_bucket_val_s =  (data_read_rate_mem_s*diff_time_s);  
            next_state = state_compute_and_decide;
        end
        state_compute_and_decide: begin
            next_new_bucket_val_s = data_read_bucket_val_s + new_bucket_val_s;
            data_write_bucket_val_s = next_new_bucket_val_s;
            grant_packet_sending_s = 1'b0;
            next_state = state_decide_and_write;
            write_bucket_s = 1'b1;
            if(next_new_bucket_val_s < data_read_bucket_val_s || next_new_bucket_val_s > bucket_max_val_config) begin
               data_write_bucket_val_s = bucket_max_val_config;
               grant_packet_sending_s = 1'b1;
            end else begin
                if(next_new_bucket_val_s >= MTU)
                    grant_packet_sending_s = 1'b1;
            end
        end
        state_decide_and_write: begin
            next_state = state_decide_and_write;
            ok_valid_o = 1'b1;
            grant_packet_sending_s = ok_o;
            next_id_o = (ok_o && data_read_bucket_val_s > (MTU + update_plen_i) ) ? {id_s_reg, {QUEUE_ID_OFFSET {1'b0}} } : {id_s_reg + 1, {QUEUE_ID_OFFSET {1'b0}}};
            if(take_it_i) begin
                write_bucket_s = 1'b1;
                data_write_bucket_val_s = data_read_bucket_val_s - update_plen_i;
                next_state = state_idle;
            end else if(drop_it_i) begin
                next_state = state_idle;
            end
        end
    endcase
end
always @(posedge clk_i) begin
    if(rst_i) begin
        state <= state_idle;
    end else begin
        state <= next_state;
    end
    if(read_mem_s) begin
        id_s_reg <= id_s;
        {data_read_bucket_val_s, data_read_timestamp_s} <= bucket_mem[id_s];
        data_read_rate_mem_s <= rate_mem[id_s];
    end
    if(write_bucket_s) begin
        bucket_mem[id_s_reg] <= {data_write_bucket_val_s, local_time_s_reg};
        {data_read_bucket_val_s, data_read_timestamp_s} <=  {data_write_bucket_val_s, local_time_s_reg};
    end
    diff_time_s <= next_diff_time_s;
    new_bucket_val_s <= next_new_bucket_val_s;
    ok_o <= grant_packet_sending_s;
    if(save_local_time_s)
        local_time_s_reg <= local_time_s;
end
reg [WB_DATA_WIDTH-1:0]     wb_dat_i_reg;
reg [17-1:0]                 wb_adr_i_reg;
reg next_wb_ack_o;
reg [1:0] wb_state, next_wb_state;
localparam wb_state_idle = 0;
localparam wb_state_write = 1;
localparam wb_state_read = 2;
localparam wb_state_read_final = 3;
reg take_addr_data_s;
reg write_max_bucket_size_s;
reg write_new_rate_s;
reg read_rate_s;
always @(*) begin
    next_wb_ack_o = 1'b0;
    next_wb_state = wb_state_idle;
    take_addr_data_s = 1'b0;
    write_max_bucket_size_s = 1'b0;
    write_new_rate_s = 1'b0;
    read_rate_s = 1'b0;
    case(wb_state)
        wb_state_idle: begin
            if(wb_cyc_i) begin
                take_addr_data_s = 1'b1;
                if(wb_we_i) begin
                    next_wb_state = wb_state_write;
                    next_wb_ack_o = 1'b1;
                end else begin
                    next_wb_state = wb_state_read;   
                end
            end
        end
        wb_state_write: begin
            if(wb_adr_i_reg == {17{1'b1}}) begin
                write_max_bucket_size_s = 1'b1;
            end else begin
                write_new_rate_s = 1'b1;
            end
        end
        wb_state_read: begin
            next_wb_state = wb_state_read_final;
        end
        wb_state_read_final: begin
            next_wb_ack_o = 1'b1;
            if(wb_adr_i_reg == {17{1'b1}}) begin
                read_rate_s = 1'b0;
            end else begin
                read_rate_s = 1'b1;
            end
        end
    endcase
end
reg [WB_DATA_WIDTH-1:0] tmp1_s, tmp2_s;
always @(posedge clk_i) begin
    if(rst_i) begin
        wb_state <= wb_state_idle;
        bucket_max_val_config <= 2000;
    end else begin
        wb_state <= next_wb_state;
        if(write_max_bucket_size_s) begin
            if(wb_dat_i_reg > BUCKET_VAL_MAX_VAL)
                bucket_max_val_config <= BUCKET_VAL_MAX_VAL;
            else
                bucket_max_val_config <= wb_dat_i_reg;
        end
    end
    wb_ack_o <= next_wb_ack_o;
    if(take_addr_data_s) begin
        wb_dat_i_reg <= wb_dat_i;
        wb_adr_i_reg <= wb_adr_i;
    end
    if (write_new_rate_s) begin
        rate_mem[wb_adr_i_reg] <= wb_dat_i_reg;
    end
    tmp1_s <= {{WB_DATA_WIDTH-RATE_MEM_WIDTH{1'b0}}, rate_mem[wb_adr_i_reg]};
    tmp2_s <= { {WB_DATA_WIDTH-18{1'b0}} ,bucket_max_val_config};
    if(read_rate_s) begin
        wb_dat_o <= tmp1_s;
    end else begin
        wb_dat_o <= tmp2_s;  
    end
end
endmodule
[/design/flow/run.sh]
#!/bin/bash
# OpenROAD 26Q1-2900-gdf79404cd8, Yosys 0.63+post, stock flow scripts
make -C /OpenROAD-flow-scripts/flow DESIGN_CONFIG=/design/flow/config.mk WORK_HOME=/design/flow/orfs finish
==> flow_summary.json <==
{
  "status": "finished, final reports clean",
  "timing.fmax_mhz": 211.0,
  "cts_root_buf": "clkbuf_16",
  "edf_count": 73,
  "fin_crit_sh_pct": 59.25,
  "wirelength_um": 14460,
  "antenna_left": 0,
  "logic_area_um2": 3691,
  "ctsHoldBuffers": 0,
  "fillers": 1797,
  "portBuffers": 14,
  "vias": 5322,
  "cts_setup_buffers": 0,
  "path_class": "flip-flop to flip-flop",
  "die_w_um": 143.5,
  "drv_cap": 0,
  "dpl.hpwl_um": 10440,
  "core_um2": 19530,
  "synth_stat.cells": 769,
  "wl_per_cell_um": 13.53,
  "critical_path.max_fanout": 11,
  "ys_ff": 164,
  "num_rows": 51,
  "routabilityCongestion": 0.8667,
  "async_flop_share_pct": 0,
  "yosysChipArea_um2": 8014,
  "cp.arrival_ns": 4.89,
  "grt_max_degree": 37,
  "worst_slew_pin_slew_ns": 0.8157,
  "dpl_cell_area_um2": 8466,
  "slew-limit-headroom_pct": 45.49,
  "yosys.area.top_type": "edfxtp_1",
  "clockBufferDepth": 2,
  "synthFlopType": "dfxtp_1",
  "synthCells": 769,
  "viasPerCell": 4.978,
  "cts.sinks": 164,
  "area_leaders": "edfxtp_1 27%, dfxtp_1 23%, ha_1 8.0%",
  "final_area_um2": 9130,
  "skew_ns": 0.01007,
  "synth_seq_share_pct": 50.09,
  "hold_path.class": "flip-flop to flip-flop",
  "fin_crit_ns": 4.740,
  "synth_top_area_share_pct": 27.35,
  "slew_viol_final": 0,
  "die_h_um": 143.5,
  "end_kind": "flip-flop",
  "largest_reg_flops": 36,
  "required_ns": 8.15,
  "ir_worst_vdd_mv": 0.1557,
  "initial_utilization_pct": 41.04,
  "cts_buffers": 17,
  "drc": 0,
  "regArea_um2": 4014,
  "io_pins": 21,
  "drt_first_iter_violations": 256,
  "fin_ws_ns": 3.260,
  "powerDensity_nw_per_um2": 218.1,
  "finalHoldViolCount": 0,
  "cts_tree": "yes",
  "finalSetupViolCount": 0,
  "syn-mean-instance-area_um2": 10.42,
  "synthToLayoutAreaGrowth_pct": 13.93,
  "ctsResizeCount": 0,
  "p_total_uw": 1992,
  "grt_use_total_pct": 16.00,
  "antenna_found_initial": 0,
  "htreeDepth": 4,
  "drtPass1Iterations": 4,
  "clkTransAtPathRegs_ns": 0.06,
  "synth_cell_types": 63,
  "drive_gt1_share_pct": 10.45,
  "chipArea_um2": 20610,
  "rsz0062_at_grt": "false",
  "yosysWarnings": 5,
  "dp_slack_ns": 3.238,
  "clkLatencyLatePin_ns": 0.41,
  "grt_overflow": 0,
  "startpoint_type": "flip-flop",
  "syn-cell-area_um2": 8014,
  "first_global_vias": 5132,
  "grt_pass1_wl_um": 24840,
  "fin_setup_tns_ns": 0,
  "antennaDiodeCount": 0,
  "p_leak_uw": 0.003642,
  "hold_ws_ns": 0.4521,
  "warnings": 30
}
[per-layer routing]
metal	up-vias	wire, µm	track usage (%)
met3	6	658	3.970
met1	2473	7041	24.13
met4	0	118	1.568
met2	77	6642	25.27
met5	-	0	0
li1	2766	-	-
[power breakdown]
part	leakage [µW]	total [µW]	switching, µW	internal (µW)
logic	0.00184	178	96.5	81.8
registers	0.00147	952	19.3	932
clock network	0.000332	862	313	549
total	0.00364	1990	429	1560
[synthesized netlist by cell type, types with 2 or more instances]
cell and number:
edfxtp_1 73, a21o_1 7, buf_4 2, fa_1 2, a22o_1 2, a221o_1 3
a31oi_1 4, mux2_2 29, dfxtp_1 91, nand2b_1 8, nor3_1 10, a22oi_1 5
mux2i_1 3, a21boi_0 4, o2111ai_1 5, buf_1 4, nand2_1 49, o21ai_1 4
nor2b_1 13, clkbuf_1 14, clkinv_1 2, a2bb2oi_1 3, or3_1 5, and2_1 2
nor2_1 74, a211oi_1 8, o31ai_1 3, a21oi_1 35, nor4_1 3, and3_1 14
nand4_1 8, o21ai_0 35, o21a_1 8, xnor2_1 38, o311ai_0 3, nand3_1 32
or2_2 5, ha_1 51, xor2_1 28, inv_1 57
[metrics by stage]
step | util (%) | std cells
final | 46.76 | 1069
after global routing | 46.76 | 1069
after CTS | 46.76 | 1069
after detailed placement | 43.36 | 1037
after global placement | 43.36 | 1037
after floorplan | - | 770
[kinds of logic (layout without fill, tap and decap cells)]
logic type                 count (synthesis)  in the layout  share of synthesized area, %
and+or+nand+nor                          230            230                         13.69
DFF                                      164            164                         50.09
AOI/OAI and AO/OA                        143            143                         12.12
buffers and inverters                     80            114                         3.934
xor gates and xnor gates                  66             66                         7.213
adders and majority gates                 53             53                         8.462
muxes                                     32             32                         4.450
other                                      1              2                       0.04679
[layout by cell type, fill, tap and decap left out, types with 28 or more instances in the layout]
| master | instances |
|---|---|
| xnor2_1 | 38 |
| nand3_1 | 32 |
| nand2_1 | 49 |
| mux2_2 | 29 |
| o21ai_0 | 35 |
| edfxtp_1 | 73 |
| a21oi_1 | 35 |
| dfxtp_1 | 91 |
| xor2_1 | 28 |
| nor2_1 | 73 |
| inv_1 | 57 |
| ha_1 | 51 |
[path summary, 6_finish.rpt]
kind	startpoint	endpoint	slack [ns]	cells past startpoint
setup / recovery	rate_limiter_inst.new_bucket_val_s[1]	rate_limiter_inst.data_read_bucket_val_s[7]	3.26	16
hold / removal	rate_limiter_inst.local_time_s[17]	rate_limiter_inst.local_time_s_reg[17]	0.45	0
setup reg to reg	rate_limiter_inst.new_bucket_val_s[1]	rate_limiter_inst.data_read_bucket_val_s[7]	3.26	16
hold reg to reg	rate_limiter_inst.local_time_s[17]	rate_limiter_inst.local_time_s_reg[17]	0.45	0
[cell type report]
type	instances	share of cell area, %
clock inverters	7	0.7948
flip-flops and latches	164	43.96
clock buffers	25	6.482
multi-input cells	526	40.43
repair buffers	23	2.275
well taps	265	3.632
inverters	59	2.426
[critical path, cell delays in order (launching register included)]
cell       delay [ns]
edfxtp_1         0.42
ha_1             0.33
a211oi_2         0.31
o21bai_2         0.15
a2111oi_4        0.45
nor2_2           0.10
a311oi_2         0.40
xor2_1           0.23
inv_1            0.09
ha_1             0.29
and3_1           0.17
o2111ai_1        0.11
a21o_1           0.18
a21oi_1          0.13
o2111ai_1        0.14
or4_4            0.61
o32a_1           0.38
No activity file was given, so power comes from the tool's default toggle rates.
