`/design/flow/run.sh`:
```
#!/bin/bash
# OpenROAD 26Q1-2900-gdf79404cd8, Yosys 0.63+post, stock flow scripts
make -C /OpenROAD-flow-scripts/flow DESIGN_CONFIG=/design/flow/config.mk WORK_HOME=/design/flow/orfs finish
```
`/design/flow/config.mk`:
```
export PLATFORM = sky130hd
export DESIGN_NAME = AxisToAxi_rx_handler
export DESIGN_NICKNAME = AxisToAxi_rx_handler
export VERILOG_FILES = /design/flow/design.v
export SDC_FILE = /design/flow/constraint.sdc
export NUM_CORES = 4
export LEC_CHECK = 1
export CORE_UTILIZATION = 50
```
`/design/flow/constraint.sdc`:
```
current_design AxisToAxi_rx_handler

set clk_period 7.7
set clk_io_pct 0.2

create_clock -name clk0 -period $clk_period [get_ports {clk_i}]

set non_clock_inputs [all_inputs -no_clocks]
set_input_delay [expr $clk_period * $clk_io_pct] -clock clk0 $non_clock_inputs
set_output_delay [expr $clk_period * $clk_io_pct] -clock clk0 [all_outputs]
```
`/design/flow/design.v`:
```
module AxisToAxi_rx_handler #(
	parameter AXI_ADDR_WIDTH = 32,
	parameter DATA_WIDTH = 64,  
	parameter PACKET_SIZE_WIDTH = 11,
	parameter QUEUE_ID_WIDTH = 32,
    parameter AXI_ID_WIDTH = 2
)(
    input  wire                   clk_i,
    input  wire                   reset_i,
    input wire [AXI_ADDR_WIDTH-1:0] next_addr_i,
    input wire      next_addr_valid_i,
    output wire [PACKET_SIZE_WIDTH-1:0]  packet_length_o,
    output reg addr_ack_o,
    output reg  [AXI_ID_WIDTH-1:0] axi_awid_o,  
     output reg [AXI_ADDR_WIDTH-1:0] axi_awaddr_o,  
     output reg  [7:0] axi_awlen_o,  
     output wire [2:0] axi_awsize_o,  
     output wire [1:0] axi_awburst_o,  
     output wire [0:0] axi_awlock_o,  
     output wire [3:0] axi_awcache_o,  
     output wire [2:0] axi_awprot_o,  
     output wire [3:0] axi_awqos_o,  
     output reg axi_awvalid_o,  
     input wire axi_awready_i,  
     output reg  [AXI_ID_WIDTH-1:0] axi_wid_o,  
     output reg  [DATA_WIDTH-1:0] axi_wdata_o,  
     output wire [DATA_WIDTH/8-1:0] axi_wstrb_o,  
     output reg  axi_wlast_o,  
     output reg axi_wvalid_o,  
     input wire axi_wready_i,  
     input wire [AXI_ID_WIDTH-1:0] axi_bid_i,  
     input wire [1:0] axi_bresp_i,  
     input wire axi_bvalid_i,  
     output reg axi_bready_o,  
    output reg                    s_axis_tready_o,
    input  wire                   s_axis_tvalid_i,
    input  wire [DATA_WIDTH-1:0]  s_axis_tdata_i,
    input  wire [DATA_WIDTH/8-1:0]  s_axis_tkeep_i,
    input  wire                   s_axis_tlast_i,
    input wire [PACKET_SIZE_WIDTH-1:0]  s_axis_packet_length_i,
    input wire [QUEUE_ID_WIDTH-1:0] s_axis_queue_id_i,
    output reg eqm_valid_o,
    output reg [PACKET_SIZE_WIDTH-1:0] eqm_packet_length_o,
    output reg [QUEUE_ID_WIDTH-1:0] eqm_queue_id_o,
    output reg [AXI_ADDR_WIDTH-1:0] eqm_addr_o,
    input wire eqm_ready_i
);
assign axi_awsize_o = $clog2((DATA_WIDTH/8)-1);
assign axi_awburst_o = 2'b01;  
assign axi_awlock_o = 0;
assign axi_awcache_o = 4'b0010;
assign axi_awprot_o = 0;
assign axi_awqos_o = 0;
assign axi_wstrb_o= {DATA_WIDTH/8{1'b1}};
assign packet_length_o = s_axis_packet_length_i;  
wire  [7:0] axi_burst_len_s = ((s_axis_packet_length_i  + (DATA_WIDTH/8 - 1) ) / (DATA_WIDTH/8) ) - 1;  
reg [AXI_ADDR_WIDTH-1:0] eqm_addr_reg_s;
reg [AXI_ID_WIDTH-1:0] next_wid_o;
reg [QUEUE_ID_WIDTH-1:0]eqm_queue_id_o_reg [2**AXI_ID_WIDTH-1:0];
reg [PACKET_SIZE_WIDTH-1:0] eqm_packet_length_o_reg [2**AXI_ID_WIDTH-1:0];
reg [AXI_ADDR_WIDTH-1:0] eqm_addr_o_reg [2**AXI_ID_WIDTH-1:0];
reg [2**AXI_ID_WIDTH-1:0] valid_ids;
wire[AXI_ID_WIDTH-1:0] next_unused_id_s = one_hot_converter(~valid_ids);
function integer one_hot_converter;  
    input one_hot_vector; 
    reg [2**AXI_ID_WIDTH-1:0] one_hot_vector;
    integer i; 
    for (i= (2**AXI_ID_WIDTH - 1); i>=0; i=i-1) begin
        if (one_hot_vector[i]) begin
            one_hot_converter = i;
        end
    end
endfunction 
localparam aw_state_idle = 2'b00;
localparam aw_state_address_write = 2'b01;
localparam aw_state_finished = 2'b10;
reg [1:0] aw_state, next_aw_state;
reg write_addr_s;
reg set_addr_s;
reg lock_id_s;
reg ready_to_write_s;  
always @(*) begin
    next_aw_state = aw_state_idle;
    write_addr_s = 1'b0;
    set_addr_s = 1'b0;
    lock_id_s = 1'b0;
    ready_to_write_s= 1'b0;
    case (aw_state)
        aw_state_idle: begin
            if(s_axis_tvalid_i && next_addr_valid_i && (valid_ids != {(2**AXI_ID_WIDTH) {1'b1}}) && eqm_ready_i) begin   
                set_addr_s = 1'b1;
                lock_id_s = 1'b1;
                if(axi_awready_i) begin
                    next_aw_state = aw_state_finished;
                    write_addr_s = 1'b1;
                end else begin
                    next_aw_state = aw_state_address_write;
                    write_addr_s = 1'b1;
                end
            end
        end
        aw_state_address_write: begin
            next_aw_state = aw_state_address_write;
            write_addr_s = 1'b1;
            ready_to_write_s= 1'b1;
            if(axi_awready_i) begin
                next_aw_state = aw_state_finished;
                write_addr_s = 1'b0;
            end
        end
        aw_state_finished: begin
            next_aw_state = aw_state_finished;
            ready_to_write_s= 1'b1;
            if(axi_wlast_o && axi_wready_i && axi_wvalid_o) begin
                next_aw_state = aw_state_idle;
            end
        end
    endcase
end
always @(posedge clk_i) begin
    if (reset_i) begin
        aw_state <= aw_state_idle;
        axi_awvalid_o <= 1'b0;
    end else begin
        aw_state <= next_aw_state;
        if (write_addr_s) begin
            axi_awlen_o <= axi_burst_len_s;
            axi_awvalid_o <= 1'b1;
        end else begin
            axi_awvalid_o <= 1'b0;
        end
    end
    if (set_addr_s) begin
        axi_awaddr_o <= next_addr_i;
        eqm_addr_o_reg[next_unused_id_s] <= next_addr_i;
        eqm_addr_reg_s <= next_addr_i;
        addr_ack_o <=  1'b1;
        axi_awid_o <= next_unused_id_s;
        next_wid_o <= next_unused_id_s;
    end else begin
         addr_ack_o <=  1'b0;
    end
end
localparam w_state_idle = 3'b001;
localparam w_state_send = 3'b010;
localparam w_state_last = 3'b011;
reg [2:0] w_state, next_w_state;
reg set_next_data_s;
reg next_axi_wvalid_s;
reg next_axi_wlast_s;
reg prepare_eqm_data_s;
always @(*) begin
    next_w_state = w_state_idle;
    set_next_data_s = 1'b0;
    next_axi_wvalid_s = 1'b0;
    s_axis_tready_o  = 1'b0;
    next_axi_wlast_s = 1'b0;
    prepare_eqm_data_s = 1'b0;
    case (w_state)
        w_state_idle: begin
            if(s_axis_tvalid_i && next_addr_valid_i && ready_to_write_s) begin
                next_w_state = w_state_send;
                prepare_eqm_data_s = 1'b1;
                s_axis_tready_o = 1'b1;
                set_next_data_s = 1'b1;
                next_axi_wvalid_s = 1'b1;
                if (s_axis_tlast_i) begin  
                    next_w_state = w_state_last;
                    next_axi_wlast_s = 1'b1; 
                end
            end
        end
        w_state_send: begin
            next_axi_wvalid_s = 1'b1;
            next_w_state = w_state_send;
            if (axi_wready_i) begin
                s_axis_tready_o = 1'b1;
                set_next_data_s = 1'b1;
                if (s_axis_tlast_i) begin
                    next_w_state = w_state_last;
                    next_axi_wlast_s = 1'b1; 
                end
            end
        end
        w_state_last: begin
            next_w_state = w_state_last;
            next_axi_wvalid_s = 1'b1;
            next_axi_wlast_s = 1'b1;
            if (axi_wready_i) begin
                next_axi_wvalid_s = 1'b0;
                next_axi_wlast_s = 1'b0;
                next_w_state = w_state_idle;
            end
        end
    endcase
end
always @(posedge clk_i) begin
    if (reset_i) begin
        w_state <= w_state_idle;
    end else begin
        w_state <= next_w_state;
        if(prepare_eqm_data_s) begin
            eqm_queue_id_o_reg[next_wid_o] <= s_axis_queue_id_i;
            eqm_packet_length_o_reg[next_wid_o] <= s_axis_packet_length_i;
        end
    end
    axi_wvalid_o <= next_axi_wvalid_s;
    if(set_next_data_s) begin
        axi_wdata_o <= s_axis_tdata_i;
        axi_wid_o <= next_wid_o;
    end 
    axi_wlast_o <= next_axi_wlast_s;
end
always @(posedge clk_i) begin
    if (reset_i) begin
        valid_ids <= 0;
    end else begin
        if(axi_bvalid_i && axi_bready_o) begin
            if(lock_id_s == 1'b1) begin
                valid_ids <= ( valid_ids | (1 << next_unused_id_s) ) & ~(1 << axi_bid_i);  
            end else begin
                valid_ids <= (valid_ids) & ~(1 << axi_bid_i);  
            end
        end else if (lock_id_s == 1'b1) begin
            valid_ids <= (valid_ids | (1 << next_unused_id_s) );  
        end
    end
end
reg eqm_state, next_eqm_state;
localparam eqm_state_idle = 1'b0;
localparam eqm_state_wait = 1'b1;
reg set_eqm_data_s;
always @(*) begin
    next_eqm_state = eqm_state_idle;
    set_eqm_data_s = 1'b0;
    eqm_valid_o = 1'b0;
    axi_bready_o = 1'b0;
    case(eqm_state)
    eqm_state_idle: begin
        axi_bready_o = 1'b1;
        if (axi_bvalid_i) begin
            next_eqm_state = eqm_state_wait;
            set_eqm_data_s = 1'b1;
        end
    end
    eqm_state_wait: begin
        next_eqm_state = eqm_state_wait;
        eqm_valid_o = 1'b1;
        if(eqm_ready_i) begin
            next_eqm_state = eqm_state_idle;
        end else begin
        end
    end
    endcase
end
always @(posedge clk_i) begin
    if (reset_i) begin
        eqm_state <= eqm_state_idle;
    end else begin
        eqm_state <= next_eqm_state;
    end
    if(set_eqm_data_s) begin
        eqm_queue_id_o <= eqm_queue_id_o_reg[axi_bid_i];
        eqm_packet_length_o <= eqm_packet_length_o_reg[axi_bid_i];
        eqm_addr_o <= eqm_addr_o_reg[axi_bid_i];
    end
end
endmodule
```
==> run summary <==
Placeable Area: 0.0339 mm^2
Total standard cell area after synthesis: 0.0174 mm^2
Finished Core Util: 67.9%
Cell class contributing the biggest share of worst-path delay: buffers and inverters
# rows: 67
Area of the die: 0.0356 mm^2
Cell area reported after detailed placement: 0.0214 mm^2
Detailed-route via count: 8256
All-Layer GR Usage: 23.7%
Fp util: 51.4%
Mean routed wirelength per cell: 23.0 um
Yosys reg bits: 498
First-pass iteration count of the detailed router: 4
Slew @ Worst Pin: 0.772 ns
Num Clock Sinks: 498
Post-CTS Hold Fix Bufs: 0
Critical path arrival: 3.43 ns
Final Hold Viols: 0
Sum of routed wire length over all layers: 36600 um
Post-route DRC: 0
CP max stage delay: 0.53 ns
Cell area after layout: 0.0230 mm^2
Clock tree buffer depth: 3
CTS HTree Levels: 2
Maximum capacitance violations: 0
Register share after synthesis: 85.0%
Number of buffers inserted by port buffering: 350
Die Width: 189 um
Number of antenna violations at the first check in global routing: 2
Maximum clock frequency: 0.201 GHz
Result of the run: finished, final reports clean
Synthesized netlist cell count: 718
Count of warnings emitted by yosys: 1
Layout-stage area growth over the synthesis result: 32.0%
Layout cells sized above 1: 15.2%
Biggest area cells: sky130_fd_sc_hd__edfxtp_1 83%, sky130_fd_sc_hd__mux4_2 9.7%, sky130_fd_sc_hd__dfxtp_1 1.7%, sky130_fd_sc_hd__buf_4 1.6%, sky130_fd_sc_hd__buf_2 0.29%
CP dominant cell by count: sky130_fd_sc_hd__clkdlybuf4s50_1
# resized after CTS: 0
Violation count after the first detailed-route iteration: 492
Category of the worst setup path capture point: primary output
Worst skew pair latency: 0.54 ns
Cell count listed in synth_stat.txt: 718
VDD IR max: 0.000196 V
Global-route wire length before repair: 54600 um
Unrepaired setup endpoints after global routing: no
Number of buffers added by the clock tree synthesis step: 51
Share of the synthesized area in the top cell type: 83.3%
Mean instance size in the synthesized netlist: 24.2 um^2
Buffering stage count on the worst path with inverters included: 2
Kind of start point of the critical path: input pin
Cell type with the highest aggregate area in the netlist: sky130_fd_sc_hd__edfxtp_1
Max stage delay cell, worst path: sky130_fd_sc_hd__clkdlybuf4s50_1
Total design power: 0.00569 W
Chip area from the yosys synthesis statistics: 0.0174 mm^2
Static leakage: 7.54 nW
Clock root buffer: sky130_fd_sc_hd__clkbuf_16
Final global-route overflow total: 0
Class of the tightest hold or removal check: register to register
Distinct cell type count of the synthesized netlist: 45
Most used standard cells in the synthesized netlist: 483 x sky130_fd_sc_hd__edfxtp_1, 75 x sky130_fd_sc_hd__mux4_2, 37 x sky130_fd_sc_hd__buf_4
Tool warnings: 36
Share of flip-flops with an asynchronous set or reset: 0%
Detailed placer's ending HPWL: 22700 um
Final critical delay including setup and external delays: 4.97 ns
Pwr dens: 247 mW/mm^2
Antenna Violating Nets Remaining: 0
Worst Skew: 0.0115 ns
Pins Over Slew Limit: 0
Cell with the most instances after synthesis: sky130_fd_sc_hd__edfxtp_1
Maximum number of pins on one net before global-route repair: 59
Clock tree from TritonCTS: done
Portion of the clock cycle consumed by the worst path in the final layout: 64.6%
Tightest slew margin relative to the limit: 47.7%
Worst setup path category: input pin to primary output
Main synth FF type: sky130_fd_sc_hd__edfxtp_1
Via count of the first global-routing pass: 8688
Clock Pin Slew Worst Setup and Hold Paths: 0.05 ns
TNS Setup: 0 ns
Final weighted congestion of routability-driven global placement: 0.832
Setup violators final: 0
Top fanout value on the critical path: 11
Required time of the critical path: 6.16 ns
Number of buffers inserted to repair setup after CTS: 0
Vias/cell: 5.18
Critical Path, Cell by Cell: clkdlybuf4s50_1, o2111ai_1, nand2_4, clkdlybuf4s50_1
Top-Level Pins: 386
Count of library flops with an enable pin: 483
Die span in y: 189 um
[kinds of logic (layout without fill, tap and decap cells)]
kind of cell,count (synthesis),after routing,share of synthesized area (%)
buffers and inverters,61,464,2.18
and+or+nand+nor,50,50,1.60
DFF,498,498,85.0
other,2,27,0.0431
muxes,75,75,9.70
AOI/OAI and AO/OA,22,22,0.913
xor gates and xnor gates,9,9,0.453
adders and majority gates,1,1,0.0719
[layout make-up]
type,count,area (um^2)
sequential,498,14800
fill,2191,10900
timing repair buffer,364,3610
multi-input combinational,182,2360
clock buffer,71,1410
tap,448,561
clock inverter,24,211
inverter,5,21.3
antenna,2,5.00
[worst register-to-register path, cell delays in order, from the launching register on]
cell and delay [ns]:
sky130_fd_sc_hd__dfxtp_1 0.36, sky130_fd_sc_hd__o2111ai_1 0.41, sky130_fd_sc_hd__nand2_4 0.44, sky130_fd_sc_hd__buf_4 0.67
[report_power, final]
part	leakage, nW	switching (W)	internal (W)
logic	2.22	0.000113	0.000172
clock network	0.795	0.000944	0.00141
registers	4.52	0.0000147	0.00303
total	7.54	0.00107	0.00461
[per-layer routing]
layer	routed length (um)	vias up	track usage (%)
met3	4110	61	10.6
met2	18200	418	34.9
met4	1170	2	6.48
met5	15	-	0
met1	13000	4083	38.0
li1	-	3692	-
[final timing paths]
path                   startpoint         endpoint  slack (ns)  cells past startpoint
setup / recovery  s_axis_tvalid_i  s_axis_tready_o        2.73                      4
hold / removal        aw_state[0]      aw_state[0]        0.49                      2
setup reg to reg      aw_state[2]   axi_wdata_o[2]        5.42                      3
hold reg to reg       aw_state[0]      aw_state[0]        0.49                      2
[placed cells by master (no fill, tap or decap), types with 2 or more instances in the layout]
cell | netlist | layout
sky130_fd_sc_hd__nand3_1 | 2 | 2
sky130_fd_sc_hd__clkbuf_1 | 9 | 16
sky130_fd_sc_hd__dfxtp_1 | 15 | 15
sky130_fd_sc_hd__clkdlybuf4s50_1 | 0 | 348
sky130_fd_sc_hd__nor2_1 | 12 | 9
sky130_fd_sc_hd__nor2b_1 | 3 | 2
sky130_fd_sc_hd__edfxtp_1 | 483 | 483
sky130_fd_sc_hd__diode_2 | 0 | 2
sky130_fd_sc_hd__and2_1 | 3 | 2
sky130_fd_sc_hd__conb_1 | 2 | 25
sky130_fd_sc_hd__clkinv_2 | 0 | 7
sky130_fd_sc_hd__xnor2_1 | 4 | 4
sky130_fd_sc_hd__clkbuf_16 | 0 | 53
sky130_fd_sc_hd__o21a_1 | 2 | 2
sky130_fd_sc_hd__clkinv_1 | 0 | 12
sky130_fd_sc_hd__nand2_1 | 12 | 11
sky130_fd_sc_hd__and3_2 | 0 | 2
sky130_fd_sc_hd__bufinv_16 | 0 | 4
sky130_fd_sc_hd__a21oi_1 | 7 | 7
sky130_fd_sc_hd__clkbuf_8 | 0 | 2
sky130_fd_sc_hd__mux4_2 | 75 | 75
sky130_fd_sc_hd__buf_4 | 37 | 15
sky130_fd_sc_hd__xor2_1 | 5 | 5
sky130_fd_sc_hd__inv_1 | 5 | 4
sky130_fd_sc_hd__nand4_1 | 3 | 3
sky130_fd_sc_hd__nor3_1 | 2 | 2
sky130_fd_sc_hd__nor2_4 | 0 | 3
[per-stage QoR]
step / instances / setup slack [ns] / hold WS (ns)
floorplan: 741 / 0.848 / 0.431
global placement: 1497 / 2.70 / 0.453
detailed placement: 1497 / 2.70 / 0.464
CTS: 1592 / 2.70 / 0.494
global route: 1593 / 2.54 / 0.525
finish: 1594 / 2.73 / 0.491
Power is estimated from default activity; no workload was simulated.
